[./design.v]
module addr(
    input [31:0] a,b,
    output [31:0] out
);
assign out = a + b;   
endmodule
module alu(
    input logic [31:0] bus_a,bus_b,
    input logic [2:0] alu_sel,
    output logic [31:0] bus_c,
    output logic zero
);
always_comb
unique case(alu_sel)
3'b010: bus_c = bus_a + bus_b;
3'b110: bus_c = bus_a - bus_b;
3'b000: bus_c = bus_a & bus_b;
3'b001: bus_c = bus_a ^ bus_b;
default: bus_c= bus_a;
endcase
assign zero= (bus_c==0)? 1: 0;    
endmodule
module data_path(
    input  logic         clk,reset,
    input  logic [1:0]   memtoreg,
    input  logic         pcsrc,alusrc,
    input  logic         regwrite,
    input  logic [1:0]   immsrc,
    input  logic [2:0]   alucontrol,
    output logic         zero,
    output logic [31:0]  pc,
    input  logic [31:0]  instr,
    output logic [31:0]  aluresult,writedata,
    input  logic [31:0]  readdata
);
logic [4:0] writereg;
logic [31:0] pcnext,pcplus4,pcbranch;
logic [31:0] immextd;
logic [31:0] scra,scrb;
logic [31:0] result;
regfile reigster(
    .clk (clk)          ,
    .we  (regwrite)     ,
    .ra1 (instr[19:15]) ,
    .ra2 (instr[24:20]) ,
    .wa  (instr[11:7])  ,
    .wd  (result)       ,
    .rd1 (scra)         ,
    .rd2 (scrb)         
);
immext immextnd(
    .instr  (instr[31:0]),
    .immsrc (immsrc),
    .extimm(immextd)
);
mux2 #(32) mux2(.d0(scrb),.d1(immextd),.s(alusrc),.y(writedata));
alu alu(
    .bus_a(scra),
    .bus_b(writedata),
    .alu_sel(alucontrol),
    .bus_c(aluresult),
    .zero(zero)
);
mux3 #(32) mux3(.d0(aluresult),.d1(readdata),.d2(pcplus4),.s(memtoreg),.y(result));
flopr #(32) pcreg(.clk(clk),.reset(reset),.d(pcnext),.q(pc));
addr pcadd4(.a(pc),.b(32'd4),.out(pcplus4));
addr pcaddbranch(.a(pc),.b(immextd),.out(pcbranch));
mux2 #(32)pcmux(.d0(pcplus4),.d1(pcbranch),.s(pcsrc),.y(pcnext));
endmodule
module flopr #(
    parameter WIDTH = 8
) (
    input logic clk,reset,
    input logic [WIDTH-1:0] d,
    output logic [WIDTH-1:0] q
);
    always_ff @(posedge clk or posedge reset) begin
        if(reset) q<= 0;
        else      q<= d;
    end
endmodule
module immext(
    input logic [31:0] instr,
    input logic [1:0] immsrc,
    output logic [31:0] extimm
);
always_comb begin
    case(immsrc)
    2'b00 : extimm = {{21{instr[31]}},instr[30:20]}; 
    2'b01 : extimm = {{21{instr[31]}},instr[30:25],instr[11:7]}; 
    2'b10 : extimm = {{21{instr[31]}},instr[7],instr[30:25],instr[11:8],1'b0}; 
    2'b11 : extimm = {{12{instr[31]}},instr[19:12],instr[20],instr[30:21],1'b0}; 
    default: extimm= 32'bx;
    endcase
end   
endmodule
module mux2 #(
    parameter WIDTH =8 
) (
    input logic [WIDTH-1:0] d0, d1,
    input logic s,
    output logic [WIDTH-1:0] y
);
assign y = s ? d1:d0 ;
endmodule
module mux3 #(
    parameter WIDTH =8
) (
    input logic [WIDTH-1:0] d0, d1,d2,
    input logic [1:0]s,
    output logic [WIDTH-1:0] y
);
always_comb 
case(s)
2'b00 : y = d0;
2'b01 : y = d1;
2'b10 : y = d2;
default: y = d0;
endcase
endmodule
module regfile(
    input  logic        clk, we,
    input  logic [4:0]  ra1,ra2,wa,
    input  logic [31:0] wd,
    output logic [31:0] rd1,rd2
);
logic [31:0] regf[31:0];
always_ff @(posedge clk)
    if (we) regf[wa] <= wd;
assign rd1 = (ra1 !=0) ? regf[ra1] : 0;
assign rd2 = (ra2 !=0) ? regf[ra2] : 0;
endmodule
[./run.sh]
#!/bin/bash
# OpenROAD 26Q1-2900-gdf79404cd8, Yosys 0.63+post, stock flow scripts
make -C /OpenROAD-flow-scripts/flow DESIGN_CONFIG=/design/flow/config.mk WORK_HOME=/design/flow/orfs finish
[./config.mk]
export PLATFORM = sky130hd
export DESIGN_NAME = data_path
export DESIGN_NICKNAME = data_path
export VERILOG_FILES = /design/flow/design.v
export SDC_FILE = /design/flow/constraint.sdc
export NUM_CORES = 4
export LEC_CHECK = 1
export CORE_UTILIZATION = 50
[./constraint.sdc]
current_design data_path

set clk_period 19.0
set clk_io_pct 0.2

create_clock -name clk0 -period $clk_period [get_ports {clk}]

set non_clock_inputs [all_inputs -no_clocks]
set_input_delay [expr $clk_period * $clk_io_pct] -clock clk0 $non_clock_inputs
set_output_delay [expr $clk_period * $clk_io_pct] -clock clk0 [all_outputs]
==> results.txt <==
Yosys Chip Area: 0.0557 mm²
Total Wirelength: 198,000 µm
Critical Path Start Type: primary input
Simple Share, Synth: 5.34%
Critical Path Most Common Cell: a21oi_1
Outcome: finished, final reports clean
Post-CTS Hold Fix Bufs: 0
DR iter-0 viols: 2,504
Remaining Overflow, GRT: 0
Critical path class: in2out
Post-synth top area share: 55.2%
Dpl ws: 2000 ps
DR vias/cell: 6.81
DRT Pass-1 Iters: 6
Post-synth EDFFs: 1,024
Htree depth: 3
Worst min-delay path class: reg2reg
Avg Cell Area, Syn: 16.2 µm²
Wire per inst: 37.6 µm
Yosys cell types: 95
Post-DRT Antenna Nets: 0
Tcrit/Tclk final: 90.5%
Stage-log warning count: 35
Post-route minimum period: 17,190 ps
Dominant comb cell: multiplexers
Area post-placement: 0.0599 mm²
Worst slew pin tran: 1040 ps
CP max FO: 51
Dominant synthesized flop cell: edfxtp_1
Die ar.: 0.113 mm²
Height of the chip: 336 µm
PD cells: 102 mW/mm²
Initial core utilization: 50.4%
Final Setup Violations: 0
Cell count after synthesis: 3,434
Largest net degree at the start of global routing: 90
Max rail drop VDD: 0.0000834 V
Layout cell share with drive strength beyond 1: 26.8%
Clk pin slew, worst setup/hold paths: 60 ps
CTS tree: done
Power consumption: 6490 µW
Post-synth ARST share: 3.03%
Commonest cells in the netlist: edfxtp_1 (1,024), mux4_2 (507), mux2i_1 (179)
Required time of the critical path: 15,200 ps
Vias: 35,800
Critical Path AT: 13,390 ps
Die Wd: 336 µm
Leakage: 0.0214 µW
# IOs: 173
Max-cap violation count: 0
Buffers on Ports: 165
FA/HA/MAJ Cells, Area Fraction: 2.27%
Post-Syn Area: 0.0557 mm²
CTS Buffer Depth: 3
DRC violations left: 0
GRT Util Overall: 39.9%
Area leader, netlist: edfxtp_1
Maximum clock frequency: 58.2 MHz
Final WS setup: 1810 ps
Cell count listed in synth_stat.txt: 3,434
Worst path max stage delay: 820 ps
Relative slew slack: 28.8%
Top cells, area: edfxtp_1 (55%), mux4_2 (21%), mux2i_1 (3.2%)
Finished Core Util: 57.4%
Mux area share: 24.7%
Worst path slowest cell: o41ai_1
Compound-Gate Fraction of Synth Area: 6.99%
CTS sink count: 1,056
Final hold violations: 0
CTS buffer count: 111
Yosys warning total: 5
Xor+xnor area frac: 1.62%
Setup Skew: 23.7 ps
Hpwl dp: 132,000 µm
Row count: 122
Final Max Slew Viols: 0
Worst skew pair latency: 710 ps
CTS resizes: 0
RSZ-0062 raised after global routing: no
Layout overhead on the synthesized area: 14.0%
Synth Seq Share: 56.7%
RD Place Congestion: 0.992
Core area: 0.111 mm²
First-pass GRT wire length: 280,000 µm
Setup bufs post-CTS: 0
Root Buffer: clkbuf_16
Post-route cell area: 0.0635 mm²
Number of global-route vias before repair: 38,700
Flops after synth: 1,056
Nature of the critical path endpoint: output pin
Initial antenna violation count: 10
Most numerous cell in the Yosys netlist: edfxtp_1
Sum Neg Setup Slack: 0 ps
-- metal layers --
metal / vias to the layer above / global-route usage, % / part of all wire [%]
met5: - / 9.06 / 0.73
met4: 37 / 16.0 / 5.4
met3: 490 / 32.0 / 19
met2: 2733 / 54.8 / 45
met1: 17800 / 46.5 / 30
li1: 14800 / - / -
-- final cells by class --
class | instances | area [µm²]
sequential | 1056 | 31600
inverter | 64 | 245
multi-input combinational | 2089 | 23100
tap | 1488 | 1860
clock buffer | 132 | 2920
antenna | 10 | 25.0
clock inverter | 75 | 649
timing repair buffer | 350 | 3080
fill | 8291 | 47000
-- power by group --
part	switching [µW]	internal [µW]	leakage [µW]
logic	924	603	0.00996
registers	77.8	2750	0.00969
clock network	916	1220	0.00175
-- registers in the layout, summed over array words and instances, names as in the netlist --
name	flops
pcreg.q	32
reigster.regf	1024
-- kinds of logic (layout without fill, tap and decap cells) --
family	after synthesis	after routing
AND-OR/OR-AND	570	570
XOR/XNOR	103	103
adder cells (fa/ha/maj)	100	100
buffers and inverters	289	621
flip-flops	1056	1056
multiplexers	724	724
other	0	10
AND/OR/NAND/NOR	592	592
-- critical path: cells and delay by family --
| family | cells | cell delay [ps] |
|---|---|---|
| xor gates and xnor gates | 2 | 280 |
| buffers and inverters | 6 | 2000 |
| and+or+nand+nor | 10 | 3660 |
| muxes | 1 | 570 |
| adders and majority gates | 2 | 650 |
| AOI/OAI and AO/OA | 7 | 2300 |
-- layout by cell type (no fill, tap or decap), types with 32 or more instances in the layout --
| cell type | count |
|---|---|
| nand3_1 | 51 |
| clkdlybuf4s50_1 | 153 |
| nor3_1 | 33 |
| a22oi_1 | 81 |
| mux4_2 | 507 |
| inv_1 | 63 |
| nand2_1 | 153 |
| clkbuf_16 | 114 |
| ha_1 | 97 |
| buf_4 | 182 |
| mux2_2 | 32 |
| a21oi_1 | 120 |
| nor2_1 | 127 |
| edfxtp_1 | 1024 |
| mux2i_1 | 179 |
| xor2_1 | 44 |
| xnor2_1 | 59 |
| dfrtp_1 | 32 |
| nor2_4 | 32 |
| o21ai_0 | 73 |
-- worst paths after layout --
check	from	end	slack [ps]	depth (start not counted)
max	instr[20]	zero	1810	28
min	pcreg.q[2]	pcreg.q[2]	700	1
max reg2reg	reigster.regf[7][0]	reigster.regf[15][31]	10160	25
min reg2reg	pcreg.q[2]	pcreg.q[2]	700	1
max in group asynchronous	reset	pcreg.q[25]	15160	3
min in group asynchronous	reset	pcreg.q[11]	3500	3
-- stage by stage --
stage / hold slack, ps / cells
5_1_grt: 731 / 5255
3_3_place_gp: 696 / 5047
2_1_floorplan: 510 / 3434
3_5_place_dp: 685 / 5047
6_report: 705 / 5264
4_1_cts: 689 / 5254
Power figures rest on the tool's default switching activity, not on a simulated workload.
