[./config.mk]
export PLATFORM = sky130hd
export DESIGN_NAME = data_mem
export DESIGN_NICKNAME = data_mem
export VERILOG_FILES = /design/flow/design.v
export SDC_FILE = /design/flow/constraint.sdc
export NUM_CORES = 4
export LEC_CHECK = 1
export CORE_UTILIZATION = 30
[./constraint.sdc]
current_design data_mem

set clk_period 32.2
set clk_io_pct 0.2

create_clock -name clk0 -period $clk_period [get_ports {clk}]

set non_clock_inputs [all_inputs -no_clocks]
set_input_delay [expr $clk_period * $clk_io_pct] -clock clk0 $non_clock_inputs
set_output_delay [expr $clk_period * $clk_io_pct] -clock clk0 [all_outputs]
[./design.v]
module data_mem(
    input  logic clk,we,
    input  logic [5:0] ad,
    input  logic [31:0] wd,
    output logic [31:0] rd
);
logic [31:0] mem[63:0];
always @(posedge clk)
    if(we) mem[ad] <= wd ;
assign rd = mem[ad];
endmodule
[./run.sh]
#!/bin/bash
# OpenROAD 26Q1-2900-gdf79404cd8, Yosys 0.63+post, stock flow scripts
make -C /OpenROAD-flow-scripts/flow DESIGN_CONFIG=/design/flow/config.mk WORK_HOME=/design/flow/orfs finish
==> COMMIT_EDITMSG <==
Refresh implementation metrics

- The slowest stage of the critical path belongs to the cell sky130_fd_sc_hd__a2111oi_0.
* Worst setup slack after placement: 13.48 ns
* Cell type with the highest occurrence count on the critical path: sky130_fd_sc_hd__buf_4
* Initial Utilization: 0.302
- Row generation in the floorplan step produced 187 rows.
* GRT Residual Overflow: 0
* Yosys chip area: 78300 sq um
- Cell chain of the critical path: buf_8 -> buf_4 -> buf_4 -> buf_4 -> buf_4 -> buf_4 -> mux4_2 -> mux2i_1 -> nor2_1 -> a2111oi_0 -> buf_4 -> nand3_1 -> clkdlybuf4s50_1
* Number of warning messages in the logs: 26
- The switching portion of total power comes to 0.216.
- The power report attributes to the combinational group a share of 0.055.
* Detailed-route via count: 41700
* Leakage power of the design: 27.9 nW
* Drt pass-1 iters: 8
* Slew at the pin closest to its max-slew limit: 1.22 ns
- Hold Worst Slack: 5.87 ns
- After clock tree synthesis, the repair step resized 0 gates.
- Violation tally from detailed-route iteration zero: 3131
- Flip-flops with a built-in enable: 2048
* Final total negative setup slack: 0 ns
- STA classifies the critical path startpoint as an input pin.
* Power Dens Cells: 59.5 nW/um^2
* Detailed-route wire length per cell: 27.4 um
- In this run the remaining antenna-violating nets after routing total 0.
- Largest register by flop count: mem
* Worst Setup End Kind: output pin
* Min setup slack post-route: 13.67 ns
* Core Box Area: 259000 sq um
- Fraction of layout instances using a drive strength above 1: 0.173
- Synthesized flop and latch total: 2048
- Hpwl dp: 121000 um
* Critical Path RT: 25.76 ns
* Number of ports placed on the die boundary: 72
* CTS tree: yes
* Max transition margin: 0.168
- Chip height: 513 um
* Setup repair after global routing missed its margin: false
- Synthesis produced a netlist whose cell count is 4207.
- The cell sitting at the root of the clock tree is a sky130_fd_sc_hd__clkbuf_16.
- In the final report, the number of hold violations comes to 0.
- Per the run summary, max-cap violations total 0.
- Global-route total usage across every layer: 0.175
- In this run the mean area of a mapped cell was 18.6 sq um.
* Arrival time worst endpoint: 12.09 ns
* Max frequency: 54.0 MHz
- Max incr delay on CP: 0.77 ns
- Cell with the most instances after synthesis: sky130_fd_sc_hd__edfxtp_1
* Number of hold buffers added after cts: 0
* Power share of the sequential group: 0.556
- Synth area leader: sky130_fd_sc_hd__edfxtp_1
- Post-CTS Setup Inserts: 0
* Reg clk slew, reported paths: 0.06 ns
- Entering global routing, the biggest net connects 96 pins.
* Die width: 513 um
* Async set or reset register ratio after synthesis: 0
* Diode insertion count for antenna repair: 0
* DR DRC count: 0
* Switching power: 1.15 mW
* Biggest fanout along the worst timing path: 54
- Top cells by area in the synthesized netlist: sky130_fd_sc_hd__edfxtp_1, sky130_fd_sc_hd__mux2i_1, sky130_fd_sc_hd__mux4_2
- Prevailing post-synth register cell: sky130_fd_sc_hd__edfxtp_1
- The type recorded for the worst min-delay path is in2reg.
* Distinct lib cells: 55
- The register with the most flip-flops in the layout has 2048 of them.
- Number of buffers created by CTS: 183
- For reference, the critical path is launched at ad[1].
- Final core utilization: 0.344
* Internal cell power: 4.17 mW
- Total setup violations reported at the end of the flow: 0
* Top post-synthesis cells by count: sky130_fd_sc_hd__edfxtp_1, sky130_fd_sc_hd__mux2i_1, sky130_fd_sc_hd__a22oi_1, sky130_fd_sc_hd__a221oi_1, sky130_fd_sc_hd__clkbuf_1
- Clock power share: 0.389
- Per the detail_route report, vias per standard cell equal 5.28.
* Global-route wire length before repair: 311000 um
* Worst vdd ir: 0.0627 mV
- The congestion estimate from routability-driven global placement came to 0.891.
- The H-tree was split into 4 levels.
* Total Die Area: 263000 sq um
- Per the CTS log, the buffer count on the longest clock path is 3.
- The critical path is of the in2out type.
* Tmin final: 18.53 ns
- The via count of the first global-routing pass was 44300.
* Number of sinks handled by clock tree synthesis: 2048
- Number of antenna violations at the first check in global routing: 3
* Relative area change from synthesis to final layout: 14.1%
- The capture point of the critical path was reported as rd[12].
- Yosys stat counts 4207 cells in the synthesized netlist.
* Number of pins with negative max-slew slack in the final report: 0
- Count of buffers from port buffering: 71
- Number of warnings reported in the yosys synthesis log: 1
* Biggest regs: mem: 2048 flops
- Area fraction of the dominant cell type after synthesis: 0.786
- In this run the cell area of the synthesized design comes to 78300 sq um.
* Post-detailed-routing wire length: 216000 um
- For this run, the register share of the synthesized area comes to 0.786.
- Final Cycle Share: 0.576
* Outcome: complete, no violations
-- power groups by stage --
stage / clock, mW / combinational, mW / sequential [mW]
final: 2.07 / 0.292 / 2.95
after global routing: 2.21 / 0.313 / 2.95
after CTS: 2.10 / 0.295 / 2.95
-- worst min-delay path by stage --
stage / depth (start not counted) / endpoint / from
after CTS: 1 / mem[62][24]$_DFFE_PP_ / wd[24]
after global routing: 1 / mem[62][24]$_DFFE_PP_ / wd[24]
final: 1 / mem[62][24]$_DFFE_PP_ / wd[24]
-- area by class of cell --
cell class | count | area [sq um]
Clock buffer | 243 | 4910
Clock inverter | 89 | 633
Fill cell | 23700 | 170000
Inverter | 2 | 15.0
Multi-Input combinational cell | 1859 | 16100
Sequential cell | 2048 | 61500
Tap cell | 3402 | 4260
Timing Repair Buffer | 257 | 1970
-- stage by stage --
step                power, mW  cell area [sq um]  instances
finish                   5.32              89300       7900
global route             5.47              89300       7900
CTS                      5.35              89300       7900
detailed placement       3.31              83800       7568
global placement         3.30              83800       7568
floorplan                3.15              78300       4207
-- cells in the final DEF, fill, tap and decap left out, drive strengths merged, types with 93 or more instances in the layout --
master | Yosys | layout
edfxtp | 2048 | 2048
clkbuf | 169 | 243
mux4 | 96 | 96
buf | 129 | 221
a22oi | 188 | 188
mux2 | 147 | 147
a221oi | 175 | 175
mux2i | 259 | 259
a21oi | 121 | 121
o22ai | 93 | 93
nor2 | 145 | 145
-- routing by layer --
metal | vias up | wire length (um) | share of wire | track usage
li1 | 17800 | - | - | -
met1 | 20900 | 72300 | 0.33 | 0.194
met2 | 2650 | 98400 | 0.45 | 0.256
met3 | 359 | 37900 | 0.18 | 0.141
met4 | 16 | 7010 | 0.032 | 0.0464
met5 | - | 656 | 0.0030 | 0.0190
-- worst max-delay path, delay by kind of cell --
family                 cells  cell delay (ns)
AOI/OAI and AO/OA          1             0.77
buffers and inverters      8             3.83
muxes                      2             0.74
and+or+nand+nor            2             0.17
-- kinds of logic (layout without fill, tap and decap cells) --
kind of cell           Yosys count  in the layout  synth area share
flip-flops                    2048           2048             0.786
buffers and inverters          300            591            0.0170
AND-OR/OR-AND                  933            933            0.0873
multiplexers                   502            502            0.0819
AND/OR/NAND/NOR                424            424            0.0283
Power is estimated from default activity; no workload was simulated.
